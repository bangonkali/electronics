## design/flow/run.sh

```bash
#!/bin/bash
# OpenROAD 26Q1-2900-gdf79404cd8, Yosys 0.63+post, stock flow scripts
make -C /OpenROAD-flow-scripts/flow DESIGN_CONFIG=/design/flow/config.mk WORK_HOME=/design/flow/orfs finish
```

## design/flow/constraint.sdc

```tcl
current_design AlarmClock

set clk_period 8.2
set clk_io_pct 0.2

create_clock -name clk0 -period $clk_period [get_ports {clock}]

set non_clock_inputs [all_inputs -no_clocks]
set_input_delay [expr $clk_period * $clk_io_pct] -clock clk0 $non_clock_inputs
set_output_delay [expr $clk_period * $clk_io_pct] -clock clk0 [all_outputs]
```

## design/flow/config.mk

```make
export PLATFORM = sky130hd
export DESIGN_NAME = AlarmClock
export DESIGN_NICKNAME = AlarmClock
export VERILOG_FILES = /design/flow/design.v
export SDC_FILE = /design/flow/constraint.sdc
export NUM_CORES = 4
export LEC_CHECK = 1
export CORE_UTILIZATION = 30
```

## design/flow/design.v

```verilog
module AlarmClock (
	input wire clock,              
	input wire pb_mode_select,     
	input wire pb_next,            
	input wire pb_up,              
	input wire pb_down,            
	input wire sw_enable,          
	input wire sw_reset,           
	output wire[1:7] disp_a_leds,  
	output wire[1:7] disp_b_leds,  
	output wire[1:7] disp_c_leds,  
	output wire[1:7] disp_d_leds,  
	output reg mode_edit,          
	output reg mode_data,          
	output reg alarm_out           
);
	parameter CLOCK_FREQ_1KHZ = 50000;
	integer clock_khz;
	integer milisec;
	integer seconds;
	integer minutes;
	integer hour;
	integer alarm_seconds;
	integer alarm_minutes;
	integer alarm_hours;
	reg[0:2]	active_mode;
	reg[0:2] current_blinking;
	reg current_view; 
	reg previous_pb_mode_select;
	reg previous_pb_next;
	reg previous_pb_up;
	reg previous_pb_down;
	reg blinker_enable_DispA;
	reg blinker_enable_DispB;
	reg [7:0] val_dispa;
	reg [7:0] val_dispb;
	wire blink_out_DispA;
	wire blink_out_DispB;
	UnitDisplay UnitDisplay_A (
		.clock (clock),
		.value (val_dispa),
		.enable (blink_out_DispA),
		.value_ones_leds (disp_a_leds),
		.value_tens_leds (disp_b_leds)
	);
	UnitDisplay UnitDisplay_B (
		.clock (clock),
		.value (val_dispb),
		.enable (blink_out_DispB),
		.value_ones_leds (disp_c_leds),
		.value_tens_leds (disp_d_leds)
	);
	Blinker Blinker_DispA(
		.clock (clock),
		.enable (blinker_enable_DispA),
		.bout (blink_out_DispA)
	);
	Blinker Blinker_DispB(
		.clock (clock),
		.enable (blinker_enable_DispB),
		.bout (blink_out_DispB)
	);
	always@(posedge clock) begin
		if(sw_enable) begin
			clock_khz <= clock_khz + 1;
			if (clock_khz > CLOCK_FREQ_1KHZ-2) begin
				clock_khz <= 0;
				milisec <= milisec + 1;
				if ( milisec > 998) begin
					milisec <= 0;
					seconds <= seconds + 1;
					if (seconds > 58) begin 
						seconds <= 0;
						minutes <= minutes + 1;
						if (minutes > 58) begin
							hour <= hour + 1;
							minutes <= 0;
							if (hour > 22) begin
								hour <= 0;
							end
						end
					end
				end
			end
		end
		if (sw_reset) begin
			clock_khz <= 0;
			milisec <= 0;
			seconds <= 0;
			minutes <= 0;
			hour <= 0;
			alarm_seconds <= 0;
			alarm_minutes <= 0;
			alarm_hours <= 0;			
			active_mode <= 0;
			current_view <= 0;
			current_blinking <= 0;
			previous_pb_next <= 1;
			previous_pb_mode_select <= 1;
		end
		if (alarm_hours == hour && alarm_minutes == minutes) begin
			alarm_out <= 1;
		end else begin
			alarm_out <= 0;
		end
		if (previous_pb_next == 1 && pb_next == 0) begin
			previous_pb_next <= 0;
			current_view <= !current_view;
			current_blinking <= current_blinking + 1;
			if (current_blinking >= 3) begin
				current_blinking <= 0;
			end
		end else begin
			previous_pb_next <= pb_next;
		end
		if (seconds < 0) begin
			seconds <= 59;
		end 
		if (minutes < 0) begin
			minutes <= 59;
		end 
		if (hour < 0) begin
			hour <= 23;
		end 
		if (seconds > 59) begin
			seconds <= 0;
		end
		if (minutes > 59) begin
			minutes <= 0;
		end
		if (hour > 23) begin
			hour <= 0;
		end
		if (alarm_seconds < 0) begin
			alarm_seconds <= 59;
		end 
		if (alarm_minutes < 0) begin
			alarm_minutes <= 59;
		end 
		if (alarm_hours < 0) begin
			alarm_hours <= 23;
		end
		if (alarm_seconds > 59) begin
			alarm_seconds <= 0;
		end
		if (alarm_minutes > 59) begin
			alarm_minutes <= 0;
		end
		if (alarm_hours > 23) begin
			alarm_hours <= 0;
		end
		if (previous_pb_up == 1 && pb_up == 0) begin
			previous_pb_up <= 0;
			if (active_mode == 1 && current_blinking == 0) begin
				seconds <= seconds + 1;
			end else if (active_mode == 1 && current_blinking == 1) begin
				minutes <= minutes + 1;
			end else if (active_mode == 1 && current_blinking == 2) begin
				minutes <= minutes + 1;
			end else if (active_mode == 1 && current_blinking == 3) begin
				hour <= hour + 1;
			end else if (active_mode == 3 && current_blinking == 0) begin
				alarm_seconds <= alarm_seconds + 1;
			end else if (active_mode == 3 && current_blinking == 1) begin
				alarm_minutes <= alarm_minutes + 1;
			end else if (active_mode == 3 && current_blinking == 2) begin
				alarm_minutes <= alarm_minutes + 1;
			end else if (active_mode == 3 && current_blinking == 3) begin
				alarm_hours <= alarm_hours + 1;
			end
		end else begin
			previous_pb_up <= pb_up;
		end
		if (previous_pb_down == 1 && pb_down == 0) begin
			previous_pb_down <= 0;
			if (active_mode == 1 && current_blinking == 0) begin
				seconds <= seconds - 1;
			end else if (active_mode == 1 && current_blinking == 1) begin
				minutes <= minutes - 1;
			end else if (active_mode == 1 && current_blinking == 2) begin
				minutes <= minutes - 1;
			end else if (active_mode == 1 && current_blinking == 3) begin
				hour <= hour - 1;
			end else if (active_mode == 3 && current_blinking == 0) begin
				alarm_seconds <= alarm_seconds - 1;
			end else if (active_mode == 3 && current_blinking == 1) begin
				alarm_minutes <= alarm_minutes - 1;
			end else if (active_mode == 3 && current_blinking == 2) begin
				alarm_minutes <= alarm_minutes - 1;
			end else if (active_mode == 3 && current_blinking == 3) begin
				alarm_hours <= alarm_hours - 1;
			end
		end else begin
			previous_pb_down <= pb_down;
		end
		if (previous_pb_mode_select == 1 && pb_mode_select == 0) begin
			previous_pb_mode_select <= 0;
			current_blinking <= 0;
			current_view <= 0;
			active_mode <= active_mode + 1;
			if (active_mode >= 3) begin 
				active_mode <= 0;
			end 
		end else begin 
			previous_pb_mode_select <= pb_mode_select;
		end
		if (active_mode == 0) begin
			mode_data <= 0;
			mode_edit <= 0;
			blinker_enable_DispA <= 0;
			blinker_enable_DispB <= 0;
			if (current_view == 0) begin
				val_dispa <= seconds;
				val_dispb <= minutes;
			end else if (current_view == 1) begin 
				val_dispa <= minutes;
				val_dispb <= hour;
			end
		end else if (active_mode == 1) begin
			mode_data <= 0;
			mode_edit <= 1;
			if (current_blinking == 0) begin
				val_dispa <= seconds;
				val_dispb <= minutes;
				blinker_enable_DispA <= 1;
				blinker_enable_DispB <= 0;
			end else if (current_blinking == 1) begin 
				val_dispa <= seconds;
				val_dispb <= minutes;
				blinker_enable_DispA <= 0;
				blinker_enable_DispB <= 1;
			end else if (current_blinking == 2) begin 
				val_dispa <= minutes;
				val_dispb <= hour;
				blinker_enable_DispA <= 1;
				blinker_enable_DispB <= 0;
			end else if (current_blinking == 3) begin 
				val_dispa <= minutes;
				val_dispb <= hour;
				blinker_enable_DispA <= 0;
				blinker_enable_DispB <= 1;
			end
		end else if (active_mode == 2) begin
			mode_data <= 1;
			mode_edit <= 0;
			blinker_enable_DispA <= 0;
			blinker_enable_DispB <= 0;
			if (current_view == 0) begin
				val_dispa <= alarm_seconds;
				val_dispb <= alarm_minutes;
			end else if (current_view == 1) begin 
				val_dispa <= alarm_minutes;
				val_dispb <= alarm_hours;
			end
		end else if (active_mode == 3) begin
			mode_data <= 1;
			mode_edit <= 1;
			if (current_blinking == 0) begin
				val_dispa <= alarm_seconds;
				val_dispb <= alarm_minutes;
				blinker_enable_DispA <= 1;
				blinker_enable_DispB <= 0;
			end else if (current_blinking == 1) begin 
				val_dispa <= alarm_seconds;
				val_dispb <= alarm_minutes;
				blinker_enable_DispA <= 0;
				blinker_enable_DispB <= 1;
			end else if (current_blinking == 2) begin 
				val_dispa <= alarm_minutes;
				val_dispb <= alarm_hours;
				blinker_enable_DispA <= 1;
				blinker_enable_DispB <= 0;
			end else if (current_blinking == 3) begin 
				val_dispa <= alarm_minutes;
				val_dispb <= alarm_hours;
				blinker_enable_DispA <= 0;
				blinker_enable_DispB <= 1;
			end
		end
	end
endmodule
module Blinker(
	input wire clock,
	input wire enable,
	output reg bout
);
	parameter CLOCK_FREQ_1KHZ = 50000;
	integer clock_count;
	integer blink_count;
	always@(posedge clock) begin
		if (enable) begin
			clock_count <= clock_count + 1;
			if (clock_count > CLOCK_FREQ_1KHZ) begin
				clock_count <= 0;
				blink_count <= blink_count + 1;
				if (blink_count < 700) begin
					bout <= 1;
				end else if (blink_count >= 700 && blink_count < 1000) begin
					bout <= 0;
				end else begin
					blink_count <= 0;
				end
			end
		end else begin
			bout <= 1;
			clock_count <= 0;
			blink_count <= 0;
		end
	end
endmodule
module UnitDisplay(
	input wire clock,
	input wire[7:0] value,
	input wire enable,
	output reg[1:7] value_ones_leds,
	output reg[1:7] value_tens_leds
);
	wire[3:0] w_value_ones;
	wire[3:0] w_value_tens;
	wire[3:0] w_value_hund;
	wire[1:7] w_value_ones_leds;
	wire[1:7] w_value_tens_leds;
	binary_to_BCD binary_to_BCD (value, w_value_ones, w_value_tens, w_value_hund);
	seg7 seg7_ones (w_value_ones, w_value_ones_leds);
	seg7 seg7_tens (w_value_tens, w_value_tens_leds);
	always@(posedge clock) begin
		if (enable) begin
			value_ones_leds <= w_value_ones_leds;
			value_tens_leds <= w_value_tens_leds;
		end else begin 
			value_ones_leds <= 7'b1111111;
			value_tens_leds <= 7'b1111111;
		end
	end
endmodule
module add3(in,out);
input [3:0] in;
output [3:0] out;
reg [3:0] out;
always @ (in)
 case (in)
 4'b0000: out <= 4'b0000;
 4'b0001: out <= 4'b0001;
 4'b0010: out <= 4'b0010;
 4'b0011: out <= 4'b0011;
 4'b0100: out <= 4'b0100;
 4'b0101: out <= 4'b1000;
 4'b0110: out <= 4'b1001;
 4'b0111: out <= 4'b1010;
 4'b1000: out <= 4'b1011;
 4'b1001: out <= 4'b1100;
 default: out <= 4'b0000;
 endcase
endmodule
module binary_to_BCD(A,ONES,TENS,HUNDREDS);
input [7:0] A;
output [3:0] ONES, TENS;
output [1:0] HUNDREDS;
wire [3:0] c1,c2,c3,c4,c5,c6,c7;
wire [3:0] d1,d2,d3,d4,d5,d6,d7;
assign d1 = {1'b0,A[7:5]};
assign d2 = {c1[2:0],A[4]};
assign d3 = {c2[2:0],A[3]};
assign d4 = {c3[2:0],A[2]};
assign d5 = {c4[2:0],A[1]};
assign d6 = {1'b0,c1[3],c2[3],c3[3]};
assign d7 = {c6[2:0],c4[3]};
add3 m1(d1,c1);
add3 m2(d2,c2);
add3 m3(d3,c3);
add3 m4(d4,c4);
add3 m5(d5,c5);
add3 m6(d6,c6);
add3 m7(d7,c7);
assign ONES = {c5[2:0],A[0]};
assign TENS = {c7[2:0],c5[3]};
assign HUNDREDS = {c6[3],c7[3]};
endmodule
module seg7 (bcd, leds);
	input [3:0] bcd;
	output [1:7] leds;
	reg [1:7] leds;
	always @(bcd)
		case (bcd)        
			0: leds = ~(7'b1111110);
			1: leds = ~(7'b0110000);
			2: leds = ~(7'b1101101);
			3: leds = ~(7'b1111001);
			4: leds = ~(7'b0110011);
			5: leds = ~(7'b1011011);
			6: leds = ~(7'b1011111);
			7: leds = ~(7'b1110000);
			8: leds = ~(7'b1111111);
			9: leds = ~(7'b1111011);
			default: leds = 7'bx;
		endcase
endmodule
```

==> impl_report.txt <==
PHYSICAL IMPLEMENTATION REPORT
----------------------------------------------------
[Run status]
  Result of the run ........................ completed

[Place]
  Gpl congestion ........................ 0.963
  Count of input and output buffers ........................ 37
  Post-DP HPWL ........................ 54.9 mm

[Setup path]
  Worst setup path class ........................ in -> reg
  Required time at the worst-slack endpoint ........................ 8.74 ns
  Highest cell delay on the worst timing path ........................ 0.51 ns
  Data arrival at the endpoint of the critical path ........................ approximately 4.7 ns
  CP startpoint kind ........................ primary input
  Kind of capture point of the worst setup path ........................ register
  CP most frequent cell ........................ nand2_1
  Slowest-stage cell, CP ........................ nand2_1
  CP Cell Sequence ........................ clkdlybuf4s50_1, nor2b_1, nand2_1, nor2_1, nand2_1, nor3_1, a31oi_1, a31o_2, o21ai_0
  Max Fanout on Critical Path ........................ 17

[Global routing]
  Pin count of the biggest net entering global routing ........................ approximately 44
  Initial antenna violation count ........................ 1
  Wire length of the first global-routing pass ........................ 130 mm
  Overall routing resource usage ........................ 16.1%
  Total gr overflow ........................ 0
  Number of global-route vias before repair ........................ 24400

[Drt]
  Ant. Diodes ........................ 0
  Routed via count ........................ 27400
  Ratio of routed vias to standard cells ........................ 5.47
  Wire length per cell after detailed routing ........................ about 16 um
  # DRC ........................ 0
  Total wire length after detailed routing ........................ 79.0 mm
  Final ANT Viol Nets ........................ 0
  First DRT Iteration DRCs ........................ 2168
  Pre-antenna DRT Iters ........................ 8

[Job]
  Number of maximum-capacitance violations ........................ 0
  OpenROAD warning count ........................ slightly above 60

[Final layout]
  Area added between synthesis and finish ........................ 10.3%
  Fraction of final layout cells with drive strength greater than 1 ........................ ~5.5%

[CTS]
  # resized after CTS ........................ 0
  Inserted Clock Buffers ........................ 52
  Number of buffers inserted to repair setup after CTS ........................ 0
  CTS sink count ........................ 454
  Clock latency on the worst-skew pair ........................ 0.62 ns
  H-tree depth reported by CTS ........................ 2
  Maximum buffer depth of the clock tree ........................ 3
  TritonCTS clock tree ........................ done
  Root buffer selected by CTS ........................ clkbuf_16
  Clock slew at the register clock pins of the worst setup and hold paths ........................ 0.06 ns
  Number of hold buffers added after CTS ........................ 0

[Power]
  Clock share of power ........................ 31.3%
  Proportion of power drawn by flip-flops and latches ........................ 36.9%
  Worst supply voltage drop on vdd ........................ 153 uV
  Switching part of the total power ........................ 36.5%
  Internal power ........................ about 4.8 mW
  Share of total power in combinational logic ........................ 31.8%
  Cell area power density ........................ roughly 240 nW/um^2
  Power dissipated by switching net loads ........................ 2.75 mW
  Leakage component of the power ........................ 11.4 nW

[Timing]
  Count of final hold-check violations ........................ 0
  Post-layout minimum cycle time ........................ around 4.2 ns
  Transition time of the tightest slew-check pin ........................ 0.899 ns
  Worst relative slew slack ........................ 39.6%
  Setup skew after layout ........................ 0.0367 ns
  Setup total negative slack ........................ 0 ns
  Max Slew Vio Count ........................ 0
  Unrepaired setup endpoints after global routing ........................ no
  # setup viols final ........................ 0
  Final worst path period share ........................ 51.2%
  Worst hold slack after final layout ........................ 0.461 ns
  Fmax ........................ 238 MHz

[Synthesis]
  Ranking of synthesized cells by instance count ........................ nor2_1, dfxtp_1, nand2_1, a21oi_1, clkbuf_1
  Syn Area/Cell ........................ roughly 7.5 um^2
  Share of flip-flops with an asynchronous set or reset ........................ 0%
  Warning count from the yosys run ........................ 6
  Register bit total from synthesis ........................ about 450
  Proportion of netlist area held by the largest area contributor ........................ 30.2%
  Prevailing post-synth register cell ........................ dfxtp_1
  Chip area line of the yosys report ........................ 28900 um^2
  Count of flip-flops with a built-in enable after synthesis ........................ 19
  Synth unique cells ........................ 100
  Cell total in the yosys stat output ........................ 3854
  Biggest area consumer among synthesized cells ........................ dfxtp_1
  Proportion of synthesized chip area in sequential cells ........................ between 30 and 40%
  Cell with the most instances after synthesis ........................ nor2_1
  Post-synthesis instance total ........................ 3854
  Post-Syn Area ........................ 28900 um^2
  Leading cell types by total area after synthesis ........................ dfxtp_1, nor2_1, nand2_1, xor2_1, a21oi_1

[Floorplanning]
  Overall die height ........................ 312 um
  Floorplan core density ........................ 30.3%
  Number of I/O pins ........................ 38
  Number of core rows ........................ approximately 110
  Die boundary width ........................ 312 um
  Core area ........................ ~95000 um^2
  Total die size ........................ 97500 um^2

[Hold path]
  Worst hold path class ........................ reg -> reg

----------------------------------------------------
## cells in the final DEF (no fill, tap or decap), types with 23 or more instances in the layout
| cell type | netlist | final |
|---|---|---|
| a211oi_1 | 33 | 33 |
| a21oi_1 | 274 | 274 |
| a221oi_1 | 31 | 31 |
| a22oi_1 | 28 | 28 |
| a31oi_1 | 47 | 47 |
| and2_1 | 27 | 27 |
| and3_1 | 88 | 88 |
| buf_4 | 2 | 43 |
| clkbuf_16 | 0 | 52 |
| clkdlybuf4s50_1 | 0 | 37 |
| dfxtp_1 | 435 | 435 |
| ha_1 | 57 | 57 |
| inv_1 | 91 | 91 |
| mux2i_1 | 45 | 44 |
| nand2_1 | 386 | 386 |
| nand2b_1 | 27 | 27 |
| nand3_1 | 206 | 206 |
| nand4_1 | 79 | 79 |
| nor2_1 | 442 | 435 |
| nor2b_1 | 23 | 23 |
| nor3_1 | 126 | 126 |
| nor4_1 | 107 | 107 |
| o211ai_1 | 37 | 37 |
| o21ai_0 | 154 | 152 |
| o21ai_1 | 66 | 67 |
| o22ai_1 | 51 | 51 |
| or3_1 | 55 | 55 |
| or4_1 | 32 | 32 |
| xnor2_1 | 76 | 76 |
| xor2_1 | 163 | 163 |
## sequential cells by signal, indices dropped and copies added (netlist names), 7 cells and up
| signal | cells |
|---|---|
| seconds | 32 |
| clock_khz | 32 |
| val_dispa | 8 |
| UnitDisplay_B.value_tens_leds | 7 |
| hour | 32 |
| minutes | 32 |
| UnitDisplay_B.value_ones_leds | 7 |
| val_dispb | 8 |
| alarm_seconds | 32 |
| UnitDisplay_A.value_ones_leds | 7 |
| alarm_hours | 32 |
| Blinker_DispA.clock_count | 32 |
| UnitDisplay_A.value_tens_leds | 7 |
| Blinker_DispA.blink_count | 32 |
| milisec | 32 |
| alarm_minutes | 32 |
| Blinker_DispB.blink_count | 32 |
| Blinker_DispB.clock_count | 32 |
## worst paths after layout
check	depth (start not counted)	end	slack [ns]	start
setup / recovery	9	seconds[19]$_DFF_P_	4.01	pb_up
hold / removal	1	Blinker_DispA.clock_count[0]$_SDFF_PP0_	0.46	Blinker_DispA.clock_count[0]$_SDFF_PP0_
setup reg to reg	10	UnitDisplay_A.binary_to_BCD.c1[2]$_SDFF_PP0_	4.38	current_blinking[2]$_SDFFE_PP0P_
hold reg to reg	1	Blinker_DispA.clock_count[0]$_SDFF_PP0_	0.46	Blinker_DispA.clock_count[0]$_SDFF_PP0_
## worst max-delay path: cells and delay by family
| family | cells | cell delay (ns) |
|---|---|---|
| AND/OR/NAND/NOR | 5 | 2.20 |
| buffers and inverters | 1 | 0.48 |
| AND-OR/OR-AND | 3 | 0.41 |
## layer usage
layer	part of all wire, %	global-route usage (%)
met5	0.016	0
met4	2.3	3.59
met3	6.5	2.61
met2	44	24.2
met1	48	24.4
## power by group through the flow
stage	logic (mW)	clock network, mW	registers [mW]
final	2.40	2.36	2.78
after CTS	2.40	2.44	2.77
after global routing	2.71	2.53	2.82
## logic make-up after synthesis
family	share of synthesized area, %
AND/OR/NAND/NOR	30.5
buffers and inverters	4.86
AND-OR/OR-AND	21.0
adder cells (fa/ha/maj)	2.47
multiplexers	1.79
XOR/XNOR	7.25
flip-flops	32.1
## through the flow
stage	setup slack, ns	util (%)	cell area (um^2)	std cells	total power [mW]
6_report	4.01	33.5	31900	5018	7.54
5_1_grt	3.78	33.5	31900	5018	8.06
4_1_cts	4.15	33.5	31900	5018	7.60
3_5_place_dp	3.52	31.7	30100	4928	5.19
3_3_place_gp	3.57	31.7	30100	4928	5.19
2_1_floorplan	4.48	-	28900	3854	4.51
## layout make-up
cell class | instances | area, um^2
multi-input combinational | 3037 | 18200
inverter | 92 | 345
timing repair buffer | 80 | 693
clock inverter | 18 | 228
clock buffer | 72 | 1500
sequential | 454 | 9280
fill | 9819 | 63300
tap | 1265 | 1580
Power is estimated from default activity; no workload was simulated.
