$ cat /design/flow/run.sh
#!/bin/bash
# OpenROAD 26Q1-2900-gdf79404cd8, Yosys 0.63+post, stock flow scripts
make -C /OpenROAD-flow-scripts/flow DESIGN_CONFIG=/design/flow/config.mk WORK_HOME=/design/flow/orfs finish
$ cat /design/flow/constraint.sdc
current_design traffic

set clk_period 2.1
set clk_io_pct 0.2

create_clock -name clk0 -period $clk_period [get_ports {clk}]

set non_clock_inputs [all_inputs -no_clocks]
set_input_delay [expr $clk_period * $clk_io_pct] -clock clk0 $non_clock_inputs
set_output_delay [expr $clk_period * $clk_io_pct] -clock clk0 [all_outputs]
$ cat /design/flow/design.v
module decade_counter ( 
	input wire clk,
	input wire enable,
	input wire reset,
	output reg Q0 = 0, 
	output reg Q1 = 0,
	output reg Q2 = 0,
	output reg Q3 = 0,
	output reg Q4 = 0,
	output reg Q5 = 0,
	output reg Q6 = 0,
	output reg Q7 = 0,
	output reg Q8 = 0,
	output reg Q9 = 0
);
	reg [3:0] counter = 0;
	always @(posedge clk && !(enable)) begin
		if (reset) begin
			Q0 = 0;
			Q1 = 0;
			Q2 = 0;
			Q3 = 0;
			Q4 = 0;
			Q5 = 0;
			Q6 = 0;
			Q7 = 0;
			Q8 = 0;
			Q9 = 0;
			counter = 0;
		end
		if (counter == 10) begin
			counter = 0;
		end 
		if (counter == 1) begin
			Q0 = 0;
			Q1 = 1;
		end
		if (counter == 2) begin
			Q1 = 0;
			Q2 = 1;
		end
		if (counter == 3) begin
			Q2 = 0;
			Q3 = 1;
		end
		if (counter == 4) begin
			Q3 = 0;
			Q4 = 1;
		end
		if (counter == 5) begin
			Q4 = 0;
			Q5 = 1;
		end
		if (counter == 6) begin
			Q5 = 0;
			Q6 = 1;
		end
		if (counter == 7) begin
			Q6 = 0;
			Q7 = 1;
		end
		if (counter == 8) begin
			Q7 = 0;
			Q8 = 1;
		end
		if (counter == 9) begin
			Q8 = 0;
			Q9 = 1;
		end
		if (counter == 0) begin
			Q9 = 0;
			Q0 = 1;
		end
		counter = counter + 1;
	end
endmodule
module traffic (
	input wire clk,  
	output reg R2 = 0,  
	output reg Y2 = 0,  
	output reg G2 = 0,  
	output reg R1 = 0,  
	output reg Y1 = 0,  
	output reg G1 = 0   
);
	reg reset = 0;
	reg enable = 0;
	wire Q0;
	wire Q1;
	wire Q2;
	wire Q3;
	wire Q4;
	wire Q5;
	wire Q6;
	wire Q7;
	wire Q8;
	wire Q9;
	decade_counter decade( 
		clk,
		enable,
		reset,
		Q0, 
		Q1,
		Q2,
		Q3,
		Q4,
		Q5,
		Q6,
		Q7,
		Q8,
		Q9
	);
	reg QA = 0;
	reg QB = 0;
	always @ (posedge clk) begin
		QA = Q0 || Q1 || Q2 || Q3;
		QB = Q5 || Q6 || Q7 || Q8;
		R1 <= Q9 || QB || Q0;
		Y1 <= Q4;
		G1 <= QA && !Q0;
		R2 <= (Q4 || QA) || Q5; 	
		Y2 <= Q9;
		G2 <= QB && !Q5;
	end
endmodule
$ cat /design/flow/config.mk
export PLATFORM = sky130hd
export DESIGN_NAME = traffic
export DESIGN_NICKNAME = traffic
export VERILOG_FILES = /design/flow/design.v
export SDC_FILE = /design/flow/constraint.sdc
export NUM_CORES = 4
export LEC_CHECK = 1
export CORE_AREA = 10 10 73 73
export DIE_AREA = 0 0 83 83
==> reports/qor.csv <==
metric;value;unit
status;finished, final reports clean;
yosys.area.top_type;dfxtp_1;
grt_pass1_vias;410;
yosysTopAreaCellShare;0.553;
fmax;694;MHz
drv_cap;0;
finalClockPeriodUsage;0.686;
clk_pin_slew;70;ps
diodes;0;
antenna_found_initial;0;
h-tree-depth;1;
fin_tns_setup;0;ps
first_iter_violations;22;
synth_flops;20;
cts_tree;yes;
critPathMaxFanout;1;
post-dp-hpwl;747;um
fillers;409;
rsz0062_at_grt;false;
crit_family;buffers and inverters;
tightest_slew;465;ps
reg2reg_slack;850;ps
syn_area;724;um2
period_minus_slack;1440;ps
portBuffers;6;
wl;1090;um
die_w;83;um
netlist_instances;73;
openroad.warnings;25;
leakagePower;0.316;nW
wl_per_cell;8.54;um
finalHoldViolations;0;
relSlewSlack;0.689;
finClkSkew;6.54;ps
stdcell_area;877;um2
yosys_cells;73;
grt_pass1_wl;1730;um
drc;0;
grt_start_max_net_pins;13;
dieHeight;83;um
cts_resized;0;
setup_viol;0;
syn2layout_area_growth;21.1;%
crit_slowest_cell;clkdlybuf4s50_1;
yosysUniqueCellTypes;19;
grt_overflow;0;
first_pass_iters;3;
gp_congestion;0.787;
cts_buffers;3;
cts_buffer_depth;2;
path_class;register to output port;
yosys_area;724;um2
vias_per_cell;3.79;
clock-root-buffer;clkbuf_8;
clock_latency;260;ps
worstPathRequired;1680;ps
largest_reg_flops;4;
grt_usage;0.0292;
crit_chain;clkdlybuf4s50_1;
worstPathArrival;1020;ps
drive_above_1_share;0.101;
rows;22;
chipArea;0.00689;mm2
yosys_warnings;2;
core_util_floorplan;0.194;
p_per_area;859;mW/mm2
path_buffers;1;
critPathLaunchType;register;
peakVddDrop;310;uV
syn-mean-instance-area;9.92;um2
ios;7;
core;0.00374;mm2
vias;481;
area_leaders;dfxtp_1 (55%), o21ai_0 (5.5%), a21oi_1 (4.8%);
drv_slew;0;
place_area;806;um2
hold_buffers;0;
antenna_left;0;
post_cts_buffers;0;
clock-sinks;20;
critPathMaxStageDelay;460;ps
worst_hold_path_type;register to register;
seq_area_frac_synth;0.553;
cp-end-kind;output port;
cells in the mapped netlist:
master / n
nor2b_1: 1
xor2_1: 1
o21ai_0: 8
a21oi_1: 7
buf_2: 1
nand2_1: 5
nand3b_4: 1
nor3_1: 5
nor2_1: 8
nand3_1: 1
dfxtp_1: 20
nor3b_2: 2
buf_6: 3
xnor2_1: 1
nor3b_4: 1
o32ai_1: 1
a21o_1: 1
inv_1: 4
nand2b_1: 2
area by class of cell:
| cell class | count | area [um2] | share of cell area |
|---|---|---|---|
| Clock buffer | 3 | 41.3 | 0.0471 |
| Timing Repair Buffer | 6 | 60.1 | 0.0685 |
| Tap cell | 48 | 60.1 | 0.0685 |
| Multi-Input combinational cell | 45 | 270 | 0.308 |
| Inverter | 4 | 15.0 | 0.0171 |
| Clock inverter | 1 | 30.0 | 0.0342 |
| Sequential cell | 20 | 400 | 0.456 |
per-stage QoR:
step | total power [mW] | hold slack (ps) | std cells | util | setup slack [ps]
after floorplan | 0.388 | 352 | 73 | - | 1170
after global placement | 0.388 | 362 | 123 | 0.215 | 925
after detailed placement | 0.388 | 366 | 123 | 0.215 | 865
after CTS | 0.761 | 376 | 127 | 0.234 | 650
after global routing | 0.772 | 382 | 127 | 0.234 | 622
final | 0.754 | 377 | 127 | 0.234 | 660
logic make-up after synthesis:
logic type / Yosys count / share of synthesized area
and+or+nand+nor: 26 / 0.223
DFF: 20 / 0.553
AOI/OAI and AO/OA: 17 / 0.126
buffers and inverters: 8 / 0.0742
xor gates and xnor gates: 2 / 0.0242
final timing paths:
check,from,endpoint,depth (start not counted)
worst min-delay path,decade.Q4,Y1,0
worst min register to register,decade.Q4,Y1,0
worst max register to register,decade.counter[1],decade.Q1,3
worst max-delay path,R2,R2,1
where the power goes:
group	total [mW]	switching, mW	internal [mW]
Clock	0.375	0.120	0.254
Combinational	0.000000120	0	0
Sequential	0.379	0	0.379
layout by cell type (no fill, tap or decap), types with 2 or more instances in the layout:
cell and count:
nor3_1 5, dfxtp_1 20, nor3b_2 2, clkbuf_8 3, a21oi_1 7, nor2_1 8
nand2_1 5, nand2b_1 2, o21ai_0 8, clkdlybuf4s50_1 6, inv_1 4
metal layers:
metal | GRT usage | wire length [um]
met1 | 0.0319 | 513
met4 | 0.00308 | 0
met2 | 0.0433 | 422
met5 | 0 | 0
met3 | 0.0256 | 149
Power and IR drop assume default switching activity.
