==> /design/flow/design.v <==
module mult (a, b, start, clk, r, done);
input [7:0] a, b;
input start, clk;
output [15:0] r;
output done;
reg done = 0;  
reg startbuff = 1;  
reg [7:0] bbuf = 0;  
reg [15:0] r = 0;  
always @ (posedge clk) begin
	if (startbuff == 1 && start == 1) begin
		bbuf = b;
		startbuff = 0;
	end
	if (startbuff == 0 && done == 0) begin
		bbuf = bbuf - 1;
		r = r + a;
	end
	if (bbuf == 0) begin
		done = 1;
	end
end
endmodule
==> /design/flow/run.sh <==
#!/bin/bash
# OpenROAD 26Q1-2900-gdf79404cd8, Yosys 0.63+post, stock flow scripts
make -C /OpenROAD-flow-scripts/flow DESIGN_CONFIG=/design/flow/config.mk WORK_HOME=/design/flow/orfs finish
==> /design/flow/config.mk <==
export PLATFORM = sky130hd
export DESIGN_NAME = mult
export DESIGN_NICKNAME = mult
export VERILOG_FILES = /design/flow/design.v
export SDC_FILE = /design/flow/constraint.sdc
export NUM_CORES = 4
export LEC_CHECK = 1
export CORE_AREA = 10 10 107 107
export DIE_AREA = 0 0 117 117
==> /design/flow/constraint.sdc <==
current_design mult

set clk_period 4.7
set clk_io_pct 0.2

create_clock -name clk0 -period $clk_period [get_ports {clk}]

set non_clock_inputs [all_inputs -no_clocks]
set_input_delay [expr $clk_period * $clk_io_pct] -clock clk0 $non_clock_inputs
set_output_delay [expr $clk_period * $clk_io_pct] -clock clk0 [all_outputs]
==> summary.txt <==
Implementation progress

The clock slew seen by the registers of the worst setup and hold paths stands at 0.10 ns. The power density over the cells stands at 502 nW/um^2. TritonCTS built the clock tree. The number of warnings printed during yosys synthesis stands at 1.

Among logic cells in the layout, the one with the most instances is sky130_fd_sc_hd__clkdlybuf4s50_1. The number of max-cap violations stands at 0. The worst-case reg-to-reg setup slack stands at 2.22 ns. The diode insertion count for antenna repair stands at 0.

Synthesis instantiated 34 different standard cells from the library. The via count of the first global-routing pass came to 1135. In this run the post-CTS setup repair buffer count came out at 0. The number of rows created at floorplan stands at 35.

35 I/O pins were placed. The path depth of the worst reg2reg path stands at 7. The number of nets still failing antenna checks after routing stands at 0. Along the critical path, the tally of buffer and inverter instances is 1. Per the cell usage report, the commonest logic cells after layout are sky130_fd_sc_hd__clkdlybuf4s50_1, sky130_fd_sc_hd__edfxtp_1, sky130_fd_sc_hd__xnor2_1.

After clock tree synthesis, the flow added hold-fix buffers numbering 0. The endpoint identified for the worst register-to-register timing path is done. The final standard cell utilization of the core stands at 22.1%. The filler cells instantiated in the layout total 976.

The sum of overflow across all layers after global routing stands at 0. The first-pass GRT wire length stands at 5550 um. The die is 117 um wide. The analysis reports a worst IR drop on VDD of 0.000148 V. After detailed routing, the total wire length is 3260 um. The longest clock path from root to sink contains 2 buffers. The clock net sink count stands at 26. STA classifies the critical path startpoint as an input pin. The kind of cell with the highest combined delay along the critical path is simple AND/OR/NAND/NOR gates. Registers are responsible for 40.1% of the overall power. For the worst setup path, the data required time is 4.67 ns.

The type recorded for the worst min-delay path is flip-flop to flip-flop. The count of final setup violators stands at 0. The largest clock skew in the final design stands at 0.00855 ns. After technology mapping, the gate count stands at 132. Per the detail_route report, DRC violations left total 0.

Counting flops and latches in the post-synthesis netlist gives 26. Traced cell by cell, the critical path runs through clkdlybuf4s50_1 > nand2_2 > mux2i_2 > ha_1 > o21ai_0 > nand3b_1 > xor2_1 > nor4_2. Per the Yosys statistics, synthesis produced 132 cells. The worst hold path terminates at r[0].

Per the synth stats, the proportion of register bits with asynchronous set or reset is 0%. The maximum number of pins on one net before global-route repair stands at 19. The net switching fraction of the power stands at 31.1%.

The final timing report lists a hold violation count of 0. The yosys-reported design area after synthesis stands at 1490 um^2. The part of the total power dissipated in the clock network stands at 18.5%.

For this run, the leading register cell type out of synthesis is sky130_fd_sc_hd__edfxtp_1. Counting the buffers created by CTS gives 3. The maximum clock frequency stands at 0.303 GHz.

In this run the most critical hold path is launched from r[0]. Per report_power, the combinational group accounts for 41.4% of the total. The clock period minus worst slack stands at 3.30 ns.

The chip area stands at 13700 um^2. The critical path arrival stands at 3.27 ns. Per STA, the startpoint of the critical path is start. The switching component of the power stands at 318 uW.

For reference, the most critical setup path is categorized as input pin to flip-flop. The worst setup path is captured at a flip-flop. Hold analysis shows the worst path with a depth of 1.

The DRC marker count from the first detailed-route iteration stands at 40. The routed design shows a wire length per standard cell of 11.6 um. In the finished design, the share of the clock period the worst path needs comes to 70.2%. Per the OpenROAD floorplan log, the area of the core is 9200 um^2. The signed area change from the synthesized netlist to the final layout stands at 36.7%.

The area fraction of the dominant cell type after synthesis stands at 34.3%. Warnings raised by the tools during the run amount to 25. The total global-route track usage stands at 4.98%. Once the floorplan was initialized, standard cells occupied 16.2% of the core.

In this run the static leakage power is 0.000767 uW. The total iterations of the first detailed-routing run stands at 4. Looking at the reg2reg group, the worst path starts from startbuff. The max-slew violation count stands at 0. The via density per instance stands at 3.93. The initial antenna violation count stands at 0. Per the synthesis report, the dominant area consumer among library cells is sky130_fd_sc_hd__edfxtp_1. The tree is rooted in a sky130_fd_sc_hd__clkbuf_8. The H-tree depth stands at 1. The run finished with clean final reports. The average cell area after synthesis stands at 11.3 um^2. The synthesized area stands at 1490 um^2.

Buffers placed on the I/O ports in this run total 34. After clock tree synthesis, the repair step resized 0 gates. The placer's final routability congestion estimate stands at 0.790. The part of the Yosys area used for sequential elements stands at 46.3%.

The largest stage delay on the critical path stands at 0.52 ns. The largest driver fanout on the critical path stands at 12. The estimated wirelength of the detail-placed design stands at 2650 um. The later pin in the worst-skew pair is clocked with a latency of 0.27 ns.

The post-synth count of flops with an enable pin is 17. The total internal power stands at 704 uW. The critical path's slowest stage uses the library cell sky130_fd_sc_hd__clkdlybuf4s50_1. In this run the vertical extent of the chip is 117 um. The post-route netlist has 5.29% of its cells at a drive strength greater than 1.

The main area contributors are sky130_fd_sc_hd__edfxtp_1, sky130_fd_sc_hd__dfxtp_1, sky130_fd_sc_hd__xnor2_1, sky130_fd_sc_hd__ha_1, sky130_fd_sc_hd__xor2_1. The routed layout has 1105 vias. Setup repair after global routing left no endpoint under its margin. The final sum of negative setup slack stands at 0 ns.
==> cell families (layout without fill, tap and decap cells) <==
family / count (synthesis) / count (layout) / share of synthesized area, %
buffers and inverters: 2 / 40 / 1.01
AND/OR/NAND/NOR: 37 / 37 / 13.6
multiplexers: 8 / 8 / 5.88
XOR/XNOR: 22 / 22 / 12.9
flip-flops: 26 / 26 / 46.3
adder cells (fa/ha/maj): 10 / 10 / 8.90
AND-OR/OR-AND: 26 / 26 / 11.1
other: 1 / 1 / 0.252
==> through the flow <==
stage                     cell area [um^2]  power, uW  hold WS [ns]  setup WS [ns]  instances
after floorplan                       1490        677         0.513           1.65        132
after CTS                             2040       1040         0.595           1.42        281
after detailed placement              1970        846         0.565           1.11        277
after global placement                1970        842         0.562           1.19        277
after global routing                  2040       1120         0.623           1.21        281
final                                 2040       1020         0.583           1.40        281
==> sequential cells by signal, indices dropped and copies added (netlist names) <==
signal / cells
startbuff: 1
r: 16
bbuf: 8
done: 1
==> worst register-to-register path, cell delays in order (launching register included) <==
cell and delay, ns:
sky130_fd_sc_hd__dfxtp_1 0.46, sky130_fd_sc_hd__nand2_2 0.26, sky130_fd_sc_hd__mux2i_2 0.35, sky130_fd_sc_hd__ha_1 0.27, sky130_fd_sc_hd__o21ai_0 0.17, sky130_fd_sc_hd__nand3b_1 0.21, sky130_fd_sc_hd__xor2_1 0.19, sky130_fd_sc_hd__nor4_2 0.28
==> power by group through the flow <==
stage	registers, uW	clock network [uW]	logic, uW
CTS	411	201	432
global route	423	210	484
finish	410	189	423
==> cell usage after synthesis (all sizes together), types with 2 or more instances <==
cell type,n
nor2b,2
xor2,8
o22ai,2
a21oi,9
xnor2,14
o21ai,4
ha,9
and3,2
and4bb,2
mux2i,8
nand2,13
dfxtp,9
nor2,6
nor3,2
nand3,2
edfxtp,17
or3,2
a21o,5
o2111ai,2
and2,2
==> worst max-delay path by stage <==
| stage | depth (start not counted) | end |
|---|---|---|
| 6_report | 8 | done |
| 5_1_grt | 9 | done |
| 4_1_cts | 8 | done |
==> routing by layer <==
metal	vias to the layer above	track usage, %	routed length, um
li1	565	-	-
met1	511	6.73	1570
met2	29	7.99	1480
met3	0	1.65	215
met4	0	0.329	0
met5	-	0	0
==> area by class of cell <==
class,instances,area [um^2],area share (%)
repair buffers,35,348,17.1
clock inverters,1,30.0,1.47
well taps,111,139,6.82
clock buffers,3,41.3,2.03
flip-flops and latches,26,691,33.9
multi-input cells,104,785,38.5
inverters,1,3.75,0.184
Power is estimated from default activity; no workload was simulated.
