### flow/config.mk
export PLATFORM = sky130hd
export DESIGN_NAME = STAGE_THRESHOLD_ROM
export DESIGN_NICKNAME = STAGE_THRESHOLD_ROM
export VERILOG_FILES = /design/flow/design.v
export SDC_FILE = /design/flow/constraint.sdc
export NUM_CORES = 4
export LEC_CHECK = 1
export CORE_UTILIZATION = 30
### flow/constraint.sdc
current_design STAGE_THRESHOLD_ROM

set clk_period 2.6
set clk_io_pct 0.2

create_clock -name clk0 -period $clk_period [get_ports {clk}]

set non_clock_inputs [all_inputs -no_clocks]
set_input_delay [expr $clk_period * $clk_io_pct] -clock clk0 $non_clock_inputs
set_output_delay [expr $clk_period * $clk_io_pct] -clock clk0 [all_outputs]
### flow/design.v
`timescale 1ns/1ps
module STAGE_THRESHOLD_ROM(
  addr,
  clk,
  din,
  dout,
  we);
input [4 : 0] addr;
input clk;
input [18 : 0] din;
output reg [18 : 0] dout;
input we;
reg [18:0] mem [0:31];
initial begin
mem[0]=19'b0000000110100101001;
mem[1]=19'b0000110111101001110;
mem[2]=19'b0001001011111111010;
mem[3]=19'b0010010011010011011;
mem[4]=19'b0001111010100110000;
mem[5]=19'b0010101000000101011;
mem[6]=19'b0010111111010110011;
mem[7]=19'b0011000100001110010;
mem[8]=19'b0011011001001110100;
mem[9]=19'b0100010100011011101;
mem[10]=19'b0100111000110110111;
mem[11]=19'b0110010100111000101;
mem[12]=19'b0110110100111101011;
mem[13]=19'b0110010001010110111;
mem[14]=19'b1000010101010110100;
mem[15]=19'b1000011101100101111;
mem[16]=19'b1000101001110101101;
mem[17]=19'b1001111001111111100;
mem[18]=19'b1010111101100100010;
mem[19]=19'b1011010010000001101;
mem[20]=19'b1101000101111111100;
mem[21]=19'b1101001110000101101;
end
always@(posedge clk)
begin
  if (we) begin
    mem[addr] <= din;
  end
end
always @(posedge clk) dout <= mem[addr];
endmodule
### flow/run.sh
#!/bin/bash
# OpenROAD 26Q1-2900-gdf79404cd8, Yosys 0.63+post, stock flow scripts
make -C /OpenROAD-flow-scripts/flow DESIGN_CONFIG=/design/flow/config.mk WORK_HOME=/design/flow/orfs finish
==> qor.yml <==
syn_inst: 1271
status: "finished clean"
area_leaders: "edfxtp_1 (77%), mux2i_1 (13%), o22ai_1 (4.0%)"
clk_pin_slew_ns: 0.06
top_cell: "edfxtp_1"
grt_max_degree: 41
gp_congestion: 0.867
post_dp_cell_area_um2: 27000
async_flop_share: 0
finalSetupViolCount: 0
fill_cells: 7052
finish.instance_area_um2: 28900
clk_latency_ns: 0.62
synth_area_um2: 23700
syn_area_per_cell_um2: 18.7
cp.arrival_ns: 2.76
hold_viol: 0
post-dp-hpwl_um: 36300
p_leak_nw: 9.99
logic_area_um2: 4830
synth_top_area_share: 0.769
path_class: "input pin to flip-flop"
cts_root_buf: "clkbuf_16"
drc: 0
cp-end-kind: "flip-flop"
ir_worst_vdd_uv: 513
drv_cap: 0
drtPass1Iterations: 4
antenna_found_initial: 3
fmax_mhz: 436
fp_util: 0.305
clk_path_buf_depth: 3
cts_buffers: 61
die.size.y_um: 283
yosysChipArea_um2: 23700
yosysUniqueCellTypes: 24
grt_pass1_wl_um: 84400
power_density_nw_per_um2: 721
edf_count: 608
ys.warnings.count: 1
core_area_um2: 77800
htreeDepth: 2
finalCritPeriodShare: 0.883
layout_min_cycle_time_ns: 2.29
skew_ns: 0.0188
ys_seq_frac: 0.785
seq_area_um2: 18600
overflow: 0
drt-total-wl_um: 57400
drtIter0Drc: 661
io_pins: 45
flop_cell: "edfxtp_1"
area_growth_pct: 21.7
worst-path-max-fanout: 15
wl_per_cell_um: 22.5
top_cells_by_count: "edfxtp_1 (608), mux2i_1 (304), o22ai_1 (151)"
maxSlewHeadroom: 0.515
vias_per_cell: 4.81
cp-start-kind: "input pin"
cp.required_ns: 3.07
cts_setup_buffers: 0
rsz0062_at_grt: "no"
synth_area_leader_cell: "edfxtp_1"
portBuffers: 44
tool_warnings: 26
ys_cells: 1271
yosys_register_bits: 627
first_global_vias: 13000
slew_violations: 0
clkSinkCount: 627
row_count: 102
grtUsageTotal: 0.153
antenna_left: 0
routed-via-count: 12300
die_x_um: 283
worstMarginPinSlew_ns: 0.721
drive_gt1_frac: 0.187
cts_tree: "yes"
power_mw: 20.8
dieArea_um2: 80300
hold_class: "input pin to flip-flop"
[worst paths after layout]
kind                            slack (ns)  startpoint       end  depth (start not counted)
worst max-delay path                  0.31     addr[2]  dout[17]                          8
worst min-delay path                  0.67     addr[1]  dout[16]                          5
worst max register to register        0.77  mem[19][9]   dout[9]                          4
worst min register to register        0.69  mem[12][8]   dout[8]                          4
[report_power, final]
group / internal [mW] / switching [mW] / total (mW)
combinational: 0.488 / 0.651 / 1.14
clock: 4.78 / 3.59 / 8.37
sequential: 11.2 / 0.0689 / 11.3
total: 16.5 / 4.31 / 20.8
[what timing repair did]
action | in CTS | in global routing
endpoints found under the setup margin | 1 | 0
resized | 1 | 0
endpoints found under the hold margin | 0 | 0
hold buffers | 0 | 0
[per-stage QoR]
step	util	setup TNS [ns]	std cells	hold slack, ns	worst slack, ns
3_3_place_gp	0.346	-1.80	2439	0.663	-0.618
3_5_place_dp	0.346	-2.09	2439	0.692	-0.674
5_1_grt	0.371	0	2555	0.686	0.254
2_1_floorplan	-	-41.96	1271	0.576	-0.128
6_report	0.371	0	2556	0.670	0.305
4_1_cts	0.371	0	2555	0.670	0.275
[critical path, stage by stage]
cell	delay, ns
clkdlybuf4s50_1	0.52
buf_12	0.15
buf_4	0.18
nand4b_2	0.16
buf_4	0.28
o22ai_1	0.14
nor4_2	0.62
nand2_1	0.17
[cell usage in the layout (no fill, tap or decap), types with 5 or more instances in the layout]
cell type	netlist	layout
nor4_1	38	37
clkbuf_16	0	63
clkinv_2	0	8
dfxtp_1	19	19
mux2i_1	304	304
edfxtp_1	608	608
clkdlybuf4s50_1	0	43
clkbuf_8	0	8
nand4bb_1	6	6
clkbuf_1	3	26
buf_12	0	48
nand2_1	21	21
o22ai_1	151	151
buf_4	1	106
clkinv_1	0	5
nor2_2	0	28
[final cells by class]
class	count	area share
sequential	627	0.645
multi-input combinational	574	0.167
timing repair buffer	198	0.0762
clock buffer	97	0.0618
tap	1040	0.0450
clock inverter	19	0.00450
antenna	1	0.0000866
[routing by layer]
metal	up-vias	part of all wire	global-route usage
li1	5584	-	-
met1	5986	0.36	0.184
met2	637	0.47	0.234
met3	73	0.15	0.106
met4	2	0.017	0.0247
met5	-	0.00023	0
[registers in the layout, indices dropped and copies added (netlist names)]
| name | count |
|---|---|
| mem | 608 |
| dout | 19 |
[cell families (layout without fill, tap and decap cells)]
family | count (synthesis) | after routing | share of synthesized area
other | 0 | 1 | 0
buffers and inverters | 70 | 314 | 0.0167
and+or+nand+nor | 118 | 118 | 0.0300
DFF | 627 | 627 | 0.785
AOI/OAI and AO/OA | 152 | 152 | 0.0403
muxes | 304 | 304 | 0.128
